[flow/config.mk]
export PLATFORM = sky130hd
export DESIGN_NAME = fir_coeff_master
export DESIGN_NICKNAME = fir_coeff_master
export VERILOG_FILES = /design/flow/design.v
export SDC_FILE = /design/flow/constraint.sdc
export NUM_CORES = 4
export LEC_CHECK = 1
export CORE_UTILIZATION = 30
[flow/constraint.sdc]
current_design fir_coeff_master

set clk_period 19.2
set clk_io_pct 0.2

create_clock -name clk0 -period $clk_period [get_ports {clk}]

set non_clock_inputs [all_inputs -no_clocks]
set_input_delay [expr $clk_period * $clk_io_pct] -clock clk0 $non_clock_inputs
set_output_delay [expr $clk_period * $clk_io_pct] -clock clk0 [all_outputs]
[flow/design.v]
module fir_coeff_master
   (
   input clk,
   input reset_n,
   input req,
   input wr_op,  
   output reg ack,
   input[127:0] coeff_wr_data,
   output reg[127:0] coeff_rd_data = 0,
   output reg coeff_areset,  
   output reg[3:0] coeff_we,
   output reg[1:0] coeff_adr, 
   output[63:0] coeff_in_data,  
   output reg coeff_read = 0,
   input[3:0] coeff_out_valid,  
   input[63:0] coeff_out_data  
   );
wire[31:0] last_read = {
  coeff_out_data[55:48], 
  coeff_out_data[39:32],
  coeff_out_data[23:16],
  coeff_out_data[7:0]};
reg[127:0] next_write = 0;
assign coeff_in_data = {
	8'b0, next_write[31:24],
	8'b0, next_write[23:16],
	8'b0, next_write[15:8],
	8'b0, next_write[7:0]
};
localparam S_IDLE = 0,
           S_RESET = 1,
           S_POST_RST = 2,
           S_ADR_CYCLE = 3,
           S_RD_WAIT = 4,
           S_ACK = 5;
reg[2:0] fsm = S_IDLE; 
localparam[0:0] RD_OP = 0,
                WR_OP = 1;
reg op_type = RD_OP;
reg[31:0] counter = 0;
always @(posedge clk) begin
	if (!reset_n) begin
	  ack <= 0;
	  coeff_we <= 0;
	  coeff_adr <= 0;	  
	  counter <= 0;
	  coeff_read <= 0;
	  coeff_areset <= 0;
	  fsm <= S_IDLE;
	end
	else begin
	  ack <= 0;
	  counter <= 0;
	  coeff_we <= 0;
	  coeff_adr <= 0;	  
	  coeff_read <= 0;
	  coeff_areset <= 0;
	  case (fsm)
	    S_IDLE: begin
	      if (req) begin
	      	op_type <= wr_op;
 		next_write <= coeff_wr_data;
	      	coeff_areset <= 1;
	      	fsm <= S_RESET;	      	
	      end
	    end
	    S_RESET: begin
	      coeff_areset <= 1;
	      counter <= counter + 1;
	      if (counter == 1) begin
	      	coeff_areset <= 0;
	      	counter <= 0;
	      	fsm <= S_POST_RST;
	      end
	    end
	    S_POST_RST: begin
	      counter <= counter + 1;
	      if (counter == 3) begin
	        if (op_type == WR_OP) coeff_we <= 4'hf;
	        else coeff_read <= 1;
	      	counter <= 0;
	      	fsm <= S_ADR_CYCLE;
	      end
	    end
	    S_ADR_CYCLE: begin
	      counter <= counter + 1;
	      coeff_adr <= counter + 1;
	      next_write <= {32'b0, next_write[127:32]};	    
	      coeff_rd_data <= 
	         {last_read, coeff_rd_data[127:32]};
	      if (op_type == WR_OP) 
	        coeff_we <= 4'hf;
	      else 
	        coeff_read <= 1;
	      if (counter == 3) begin
	        coeff_we <= 0;
	        counter <= 0;
	        coeff_adr <= 0;
	        fsm <= S_RD_WAIT;
	      end
	    end
	    S_RD_WAIT: begin
	      counter <= counter + 1;
	      if (op_type == RD_OP) begin
	      	coeff_read <= 1;
	      end
	      coeff_rd_data <= 
	         {last_read, coeff_rd_data[127:32]};
	      if (counter == 2) begin
	      	ack <= 1;
	      	coeff_read <= 0;
	      	fsm <= S_ACK;
	      end
	    end
	    S_ACK: begin
	      ack <= 1;
	      if (!req) begin
	        ack <= 0;
	        fsm <= S_IDLE;
	      end
	    end
	    default: fsm <= S_IDLE;
	  endcase
	end
end
endmodule
[flow/run.sh]
#!/bin/bash
# OpenROAD 26Q1-2900-gdf79404cd8, Yosys 0.63+post, stock flow scripts
make -C /OpenROAD-flow-scripts/flow DESIGN_CONFIG=/design/flow/config.mk WORK_HOME=/design/flow/orfs finish
==> results_dict.tcl <==
# flow metrics
set metrics [dict create \
    status "complete, no violations" \
    critical_path.startpoint_type "input pin" \
    cts.sinks 298 \
    num_rows 71 \
    clock_power_share_pct 43.8 \
    synth_area_leaders "sky130_fd_sc_hd__edfxtp_1 67%, sky130_fd_sc_hd__nand2_1 9.8%, sky130_fd_sc_hd__dfxtp_1 7.1%, sky130_fd_sc_hd__buf_4 4.5%, sky130_fd_sc_hd__and2_1 1.8%" \
    mappedNetlistArea_sq_um 11500 \
    hp-start "op_type$_DFFE_PP_" \
    tool_warnings 63 \
    post-route-drc-count 0 \
    timing.final.crit_period_ns 6.13 \
    fin_tns_setup_ns 0 \
    synth_top_area_share_pct 66.8 \
    grt_antenna_before_repair 5 \
    synthToLayoutAreaGrowth_pct 39.9 \
    timing_max_transition_violations_final 0 \
    hold_end "coeff_read$_SDFF_PN0_" \
    die.size.x_um 198 \
    path_clk_slew_ns 0.05 \
    wl_per_cell_um 14.5 \
    criticalPathCategory "input pin to flip-flop" \
    peakVddDrop_mv 0.0561 \
    worst-endpoint-required_ns 19.36 \
    fmaxAchievable_mhz 163 \
    postRouteAntennaNets 0 \
    cp.arrival_ns 6.30 \
    grt_setup_unrepaired "false" \
    clk_latency_ns 0.53 \
    die_height_um 198 \
    timing.rr.start "fsm[1]$_SDFFE_PN0P_" \
    cts_inserted_buffers 35 \
    initial_core_util_pct 30.6 \
    finalWeightedCongestion 0.807 \
    average_via_count_per_standard_cell 4.13 \
    port_buffers 332 \
    total_global_routing_overflow 0 \
    holdWs_ns 0.440 \
    area.sequential_sq_um 8540 \
    final_core_util_pct 42.8 \
    seq_area_frac_synth_pct 73.9 \
    crit_end_category "flip-flop" \
    final_min_period_over_clock_period_pct 31.9 \
    seqPwrFrac_pct 51.3 \
    syn_inst 895 \
    clock_tree_from_tritoncts "built" \
    layout.filler_cells 3436 \
    critical_path_peak_fanout 64 \
    root_buffer "sky130_fd_sc_hd__clkbuf_16" \
    power_mw 1.41 \
    max_cap_violations 0 \
    power_density_nw_per_um2 87.6 \
    grt_usage_pct 13.0 \
    whs_path_depth 1 \
    final-setup-viol-count 0 \
    dpl-instance-area_sq_um 15100 \
    syn_avg_cell_area_sq_um 12.9 \
    worst_max_slew_margin_expressed_relative_to_the_limit_pct 47.8 \
    yosys.cell_count.top_type "sky130_fd_sc_hd__nand2_1" \
    coreArea_sq_um 37800 \
    synthesis_warning_total 1 \
    r2r_end "coeff_rd_data[82]$_DFFE_PP_" \
    post_synth_num_cell_types 43 \
    largest_net_degree_at_the_start_of_global_routing 80 \
    dieArea_sq_um 39300 \
    comb_power_share_pct 4.9 \
    grt_pass1_wl_um 37100 \
    cell_internal_pwr_mw 1.13 \
    top_reg_cell_synth "sky130_fd_sc_hd__edfxtp_1" \
    ctsHtreeMaxLevel 2 \
    multiInputGateArea_sq_um 2490 \
    ios 401 \
    first_global_vias 6597 \
    stdcell_area_sq_um 16200 \
    yosys_register_bits 298 \
    common_cells "303 x sky130_fd_sc_hd__nand2_1, 257 x sky130_fd_sc_hd__edfxtp_1, 70 x sky130_fd_sc_hd__buf_4" \
    cts.repair.resized 0 \
    ys_cells 895 \
    tightestPinTransition_ns 0.783 \
    post_cts.repair.setup_buffers 0 \
    wl_um 25200 \
    p_leak_nw 5.84 \
    rr_worst_depth 5 \
    final_hold_viol_count 0 \
    vias 7190 \
    postCtsHoldBufs 0 \
    place.detailed.hpwl_um 17200 \
    synth-edff-count 257 \
    drt_first_pass_iters 4 \
    ys_async_sr_fraction_pct 0 \
    min-delay-path-class "flip-flop to flip-flop" \
    clock_tree.buffer_depth 3 \
    setup.reg_to_reg.worst_slack_ns 15.54 \
    synth.yosys.chip_area_sq_um 11500 \
    iteration_0_drc_markers 402 \
    synth.largest_area_cell "sky130_fd_sc_hd__edfxtp_1" \
    share_of_total_power_consumed_by_net_switching_pct 19.8 \
    clock-skew-final_ns 0.0176 \
    sw_power_uw 280 \
    drive_gt1_share_pct 5.45 \
]
layout by cell type, fill, tap and decap left out, types with 4 or more instances in the layout:
master and count:
sky130_fd_sc_hd__clkbuf_16 37, sky130_fd_sc_hd__clkinv_1 8, sky130_fd_sc_hd__xor2_1 14, sky130_fd_sc_hd__and2_1 33, sky130_fd_sc_hd__nand4_1 7, sky130_fd_sc_hd__conb_1 32, sky130_fd_sc_hd__clkinv_2 7, sky130_fd_sc_hd__nand3_1 9
sky130_fd_sc_hd__nor3_1 4, sky130_fd_sc_hd__clkbuf_1 6, sky130_fd_sc_hd__o21ai_0 4, sky130_fd_sc_hd__dfxtp_1 41, sky130_fd_sc_hd__inv_1 7, sky130_fd_sc_hd__nand2_1 302, sky130_fd_sc_hd__and3_1 8, sky130_fd_sc_hd__buf_4 7
sky130_fd_sc_hd__nor2_1 50, sky130_fd_sc_hd__and4_1 5, sky130_fd_sc_hd__edfxtp_1 257, sky130_fd_sc_hd__clkdlybuf4s50_1 332, sky130_fd_sc_hd__or4_1 4, sky130_fd_sc_hd__xnor2_1 18
layout make-up:
class / instances / area share, %
multi-input combinational: 523 / 15.4
tap: 511 / 3.96
clock inverter: 17 / 0.627
clock buffer: 45 / 6.04
inverter: 7 / 0.163
timing repair buffer: 339 / 20.9
sequential: 298 / 52.9
antenna: 1 / 0.0155
power groups by stage:
stage	combinational (mW)	sequential, mW	clock (mW)
finish	0.0692	0.725	0.620
CTS	0.0706	0.725	0.644
global route	0.0762	0.726	0.671
how the worst max path moves through the flow:
stage | start | cells after the start | end | slack, ns
global route | reset_n | 4 | coeff_rd_data[82]$_DFFE_PP_ | 12.99
CTS | reset_n | 4 | coeff_rd_data[108]$_DFFE_PP_ | 13.10
finish | reset_n | 4 | coeff_rd_data[82]$_DFFE_PP_ | 13.07
per-layer routing:
| layer | up-vias | part of all wire [%] | track usage [%] | routed length (um) |
|---|---|---|---|---|
| met5 | - | 0.25 | 0 | 64 |
| met4 | 8 | 2.4 | 2.90 | 596 |
| met3 | 46 | 11 | 5.57 | 2850 |
| met2 | 291 | 45 | 18.9 | 11300 |
| met1 | 3272 | 41 | 18.9 | 10400 |
| li1 | 3573 | - | - | - |
flip-flops by register name (all words and copies together), names as in the netlist:
register       flops
ack                1
coeff_adr          2
coeff_areset       1
coeff_rd_data    128
coeff_read         1
coeff_we           1
counter           32
fsm                3
next_write       128
op_type            1
cells by family (layout without fill, tap and decap cells):
group / after synthesis / after routing / synth area share (%)
buf+inv: 105 / 408 / 5.71
simple gates: 441 / 441 / 16.6
fa+ha+maj: 3 / 3 / 0.325
other cells: 1 / 33 / 0.0325
compound gates: 15 / 15 / 1.03
flops: 298 / 298 / 73.9
xor+xnor: 32 / 32 / 2.43
metrics by stage:
step	cells	setup WS (ns)
floorplan	926	11.87
global placement	1678	12.54
detailed placement	1678	12.52
CTS	1740	13.10
global route	1740	12.99
finish	1741	13.07
worst max-delay path: stages:
cell and delay (ns):
sky130_fd_sc_hd__clkdlybuf4s50_1 0.70, sky130_fd_sc_hd__o21a_4 0.43, sky130_fd_sc_hd__buf_4 0.67, sky130_fd_sc_hd__buf_4 0.56
Power is estimated from default activity; no workload was simulated.
