`flow/config.mk`:
```
export PLATFORM = sky130hd
export DESIGN_NAME = rolling_sum
export DESIGN_NICKNAME = rolling_sum
export VERILOG_FILES = /design/flow/design.v
export SDC_FILE = /design/flow/constraint.sdc
export NUM_CORES = 4
export LEC_CHECK = 1
export CORE_UTILIZATION = 30
```
`flow/constraint.sdc`:
```
current_design rolling_sum

set clk_period 11.0
set clk_io_pct 0.2

create_clock -name clk0 -period $clk_period [get_ports {clk}]

set non_clock_inputs [all_inputs -no_clocks]
set_input_delay [expr $clk_period * $clk_io_pct] -clock clk0 $non_clock_inputs
set_output_delay [expr $clk_period * $clk_io_pct] -clock clk0 [all_outputs]
```
`flow/design.v`:
```
module rolling_sum #(parameter NGROUPS = 4,  
	                       INBITS = 14,  
	                       OUTBITS = 18)  
        (
	input clk,
	input reset_n,
	input[4*INBITS-1:0] d_in,  
	input pause,               
	output reg valid_out = 0,  
	output reg[OUTBITS-1:0] sum = 0
	);
localparam GSBITS = INBITS + 2;  
reg[GSBITS*(NGROUPS+1) - 1 : 0] group_sums = 0;
wire[GSBITS-1:0] din_ext[0:3];  
localparam NMOREGROUP = GSBITS - INBITS;
generate
  	genvar i;
  	for (i = 0; i < 4; i = i+1) begin : din_ext_gen
  	  assign din_ext[i] = { {NMOREGROUP{d_in[(i+1)*INBITS-1]}},
  	                         d_in[(i+1)*INBITS - 1:i*INBITS]};  
  	end
endgenerate
reg[GSBITS-1:0] new_sum;  
always @(*) begin
	new_sum = din_ext[0] +
		  din_ext[1] +
		  din_ext[2] +
		  din_ext[3];
end
localparam NMORESUM = OUTBITS - GSBITS;
wire[GSBITS-1:0] newest = group_sums[GSBITS - 1 : 0];
wire[OUTBITS-1:0] newest_ext = {{NMORESUM{newest[GSBITS - 1]}}, newest};
wire[GSBITS-1:0] oldest = group_sums[GSBITS*(NGROUPS + 1) - 1 : 
                                     GSBITS*NGROUPS];
wire[OUTBITS-1:0] oldest_ext = {{NMORESUM{oldest[GSBITS - 1]}}, oldest};
reg was_paused = 0;
always @(posedge clk) begin
  was_paused <= pause;
end
localparam S_FILLING = 1'b0,
           S_ROLLING = 1'b1;
reg fsm = S_FILLING;
reg[31:0] counter = 0;
always @(posedge clk) begin
	if (!reset_n) begin
	  fsm <= S_FILLING;
	  sum <= 0;
	  counter <= 0;
	  valid_out <= 0;	  
	end
	else begin
	  valid_out <= 0;
	  if (!pause)
	    group_sums <= {group_sums[GSBITS*NGROUPS - 1 : 0], 
	    	           new_sum};
	  case (fsm) 
	    S_FILLING: begin
	    	if (counter == 0)
	    	  sum <= 0;	    	  
	    	else if (!was_paused) begin
	    	  sum <= sum + newest_ext;
	    	  if (counter == NGROUPS) begin
	    	    fsm <= S_ROLLING;	 
	    	    valid_out <= 1;
	    	  end
	    	end
	    	if (!pause)
	    	  counter <= counter + 1;
	    end
	    S_ROLLING: begin
	    	if (!was_paused) begin
	    	  sum <= sum + newest_ext - oldest_ext;	    
	    	end
	    	valid_out <= 1;
	    end
	    default: begin
	    	fsm <= S_FILLING;
	    	sum <= 0;
	    	counter <= 0;
	    end
	  endcase
	end
end
endmodule	                       
```
`flow/run.sh`:
```
#!/bin/bash
# OpenROAD 26Q1-2900-gdf79404cd8, Yosys 0.63+post, stock flow scripts
make -C /OpenROAD-flow-scripts/flow DESIGN_CONFIG=/design/flow/config.mk WORK_HOME=/design/flow/orfs finish
```
==> impl_metrics.prom <==
# HELP chip_impl_metric Metrics from one implementation run
# TYPE chip_impl_metric gauge
chip_impl_metric{name="drc",unit=""} 0
chip_impl_metric{name="layout_worst_path_cycle_share",unit="%"} 50.7
chip_impl_metric{name="openroad.warnings",unit=""} 26
chip_impl_info{name="clock_tree_from_tritoncts",value="done"} 1
chip_impl_metric{name="fin_worst_skew",unit="ns"} 0.0126
chip_impl_metric{name="cts_inserted_buffers",unit=""} 17
chip_impl_metric{name="timing.fmax",unit="GHz"} 0.179
chip_impl_metric{name="dieArea",unit="sq um"} 25800
chip_impl_metric{name="antenna_found_initial",unit=""} 0
chip_impl_info{name="timing.critical_path.max_delay_family",value="adder cells"} 1
chip_impl_metric{name="max_slew.worst_pin.slew",unit="ns"} 0.717
chip_impl_metric{name="slew_violations",unit=""} 0
chip_impl_metric{name="cts.repair_timing.setup_buffer_count",unit=""} 0
chip_impl_metric{name="largest_net_degree_at_the_start_of_global_routing",unit=""} 56
chip_impl_info{name="cp_common_cell",value="fa_1"} 1
chip_impl_info{name="status",value="completed"} 1
chip_impl_info{name="reg2reg_to",value="sum[17]$_SDFFE_PN0P_"} 1
chip_impl_metric{name="n_fill_cell",unit=""} 2377
chip_impl_metric{name="tns",unit="ns"} 0
chip_impl_info{name="top_area_cell",value="edfxtp_1"} 1
chip_impl_metric{name="synth_stat.cells",unit=""} 673
chip_impl_info{name="endpoint_kind",value="flip-flop"} 1
chip_impl_metric{name="rrSetupSlack",unit="ns"} 6.57
chip_impl_metric{name="dpl_cell_area",unit="sq um"} 8710
chip_impl_metric{name="reg2regPathDepth",unit=""} 17
chip_impl_metric{name="synth_cell_types",unit=""} 68
chip_impl_metric{name="detailedPlace.worstSlack",unit="ns"} 4.94
chip_impl_metric{name="fp-row-count",unit=""} 57
chip_impl_metric{name="async_reset_ff_share",unit="%"} 0
chip_impl_metric{name="final_hold_violation_count",unit=""} 0
chip_impl_metric{name="layout_setup_ws",unit="ns"} 5.43
chip_impl_metric{name="synthToLayoutAreaGrowth",unit="%"} 23.1
chip_impl_metric{name="setup_viol",unit=""} 0
chip_impl_info{name="ff_type",value="edfxtp_1"} 1
chip_impl_info{name="r2r_start",value="group_sums[1]$_DFFE_PP_"} 1
chip_impl_metric{name="synth_cells",unit=""} 673
chip_impl_metric{name="detail_route.wirelength",unit="microns"} 13800
chip_impl_info{name="clock-root-buffer",value="clkbuf_16"} 1
chip_impl_info{name="class_of_the_most_critical_hold_timing_path",value="reg -> reg"} 1
chip_impl_info{name="critical_path.startpoint_type",value="primary input"} 1
chip_impl_info{name="worstHoldStart",value="group_sums[58]$_DFFE_PP_"} 1
chip_impl_metric{name="fin_area",unit="sq um"} 9300
chip_impl_metric{name="h_tree_level_count",unit=""} 4
chip_impl_info{name="cpMaxStageDelayCell",value="fa_1"} 1
chip_impl_info{name="biggest_area_cells",value="edfxtp_1 32%, dfxtp_1 14%, ha_1 8.5%"} 1
chip_impl_info{name="worstHoldEndpoint",value="group_sums[74]$_DFFE_PP_"} 1
chip_impl_metric{name="finalHoldWorstSlack",unit="ns"} 0.410
chip_impl_metric{name="yosysSeqAreaShare",unit="%"} 45.6
chip_impl_metric{name="clock_input_transition_at_the_sequential_cells_of_the_worst_setup_and_hold_paths",unit="ns"} 0.06
chip_impl_metric{name="detail_route.wl_per_cell",unit="microns"} 12.6
chip_impl_metric{name="ys.warnings.count",unit=""} 1
chip_impl_metric{name="via_count",unit=""} 5089
chip_impl_metric{name="cp_slowest_stage_delay",unit="ns"} 0.52
chip_impl_metric{name="cp_data_arrival_time",unit="ns"} 5.74
chip_impl_metric{name="core_area",unit="sq um"} 24500
chip_impl_metric{name="boundaryPins",unit=""} 78
chip_impl_metric{name="critical_path_peak_fanout",unit=""} 3
chip_impl_metric{name="synth_flops",unit=""} 132
chip_impl_metric{name="cp_data_required_time",unit="ns"} 11.16
chip_impl_metric{name="hold_path_depth",unit=""} 0
chip_impl_metric{name="post-dp-hpwl",unit="microns"} 10300
chip_impl_metric{name="post_synth_instance_area",unit="sq um"} 7550
chip_impl_info{name="criticalPathCategory",value="in -> reg"} 1
chip_impl_metric{name="source_to_sink_clock_delay_at_the_later_pin_of_the_worst_skew_pair",unit="ns"} 0.42
chip_impl_metric{name="vias_in_the_first_global_route",unit=""} 4938
chip_impl_metric{name="clk_path_buf_depth",unit=""} 2
chip_impl_metric{name="diodes",unit=""} 0
chip_impl_metric{name="period_minus_slack",unit="ns"} 5.57
chip_impl_metric{name="cts-resized-gates",unit=""} 0
chip_impl_metric{name="pwr_density_cell",unit="nW/um^2"} 197
chip_impl_metric{name="die_w",unit="microns"} 161
chip_impl_metric{name="synth-edff-count",unit=""} 80
chip_impl_metric{name="detail_route.iter0.violations",unit=""} 248
chip_impl_metric{name="power.static_leakage",unit="uW"} 0.00361
chip_impl_info{name="rsz0062_at_grt",value="no"} 1
chip_impl_metric{name="yosys-stat-area",unit="sq um"} 7550
chip_impl_metric{name="globalplace.congestion",unit=""} 0.829
chip_impl_metric{name="timing.max_cap.violations",unit=""} 0
chip_impl_metric{name="fp_util",unit="%"} 30.8
chip_impl_metric{name="max_slew_margin",unit="%"} 52.1
chip_impl_metric{name="clock_sink_count",unit=""} 132
chip_impl_metric{name="grt-ovfl-total",unit=""} 0
chip_impl_metric{name="grt_pass1_wl",unit="microns"} 23500
chip_impl_info{name="worstPathCellList",value="clkdlybuf4s50_1, fa_1, fa_1, ha_1, inv_1, fa_1, nor2b_1, o21ai_0, a21boi_0, o21ai_0, a21boi_0, o2111ai_1, nand3_1, nand2_1, xnor2_1"} 1
chip_impl_metric{name="post_cts_hold_buffer_count",unit=""} 0
chip_impl_metric{name="synth_area_per_cell",unit="sq um"} 11.2
chip_impl_metric{name="critPathBufInv",unit=""} 2
chip_impl_metric{name="avgViaCountPerCell",unit=""} 4.64
chip_impl_metric{name="die.size.y",unit="microns"} 161
chip_impl_metric{name="grt_usage",unit="%"} 11.6
chip_impl_metric{name="irDropWorstVdd",unit="mV"} 0.139
chip_impl_metric{name="first_pass_iters",unit=""} 4
chip_impl_metric{name="layout-drive-gt1-share",unit="%"} 7.50
chip_impl_metric{name="drt_antenna_net_count",unit=""} 0
chip_impl_metric{name="port_buffers",unit=""} 77
chip_impl_metric{name="synth.top_cell.area_share",unit="%"} 31.8
-- cell families (layout without fill, tap and decap cells) --
group / count (synthesis) / in the layout / synth area share (%)
XOR/XNOR: 67 / 67 / 7.77
multiplexers: 2 / 2 / 0.265
flip-flops: 132 / 132 / 45.6
AND-OR/OR-AND: 149 / 149 / 13.3
AND/OR/NAND/NOR: 187 / 187 / 13.6
buffers and inverters: 54 / 154 / 2.82
adder cells (fa/ha/maj): 82 / 82 / 16.7
-- Yosys cell counts, types with 9 or more instances --
cell,count
nand2_1,40
a21o_1,10
ha_1,51
and2_1,30
and3_1,16
nand4_1,12
or3_1,9
inv_1,40
fa_1,31
edfxtp_1,80
dfxtp_1,52
xnor2_1,52
clkbuf_1,10
nor2_1,24
nand3_1,14
xor2_1,15
o21ai_0,33
a21oi_1,35
a22oi_1,10
-- power by group --
group	internal [uW]	leakage [uW]	switching, uW
clock network	340	0.000287	227
logic	317	0.00215	340
registers	582	0.00117	27.9
-- worst reg2reg max path, cell delays in order, from the launching register on --
cell and delay (ns):
edfxtp_1 0.43, ha_1 0.31, a211o_1 0.34, a2111oi_4 0.35, nor2_1 0.09, a21oi_1 0.22, o21ai_0 0.14, xnor2_1 0.23
ha_1 0.33, a21oi_1 0.20, nand2_1 0.08, a21o_1 0.19, a31o_1 0.25, o311ai_1 0.34, a211oi_1 0.14, or3_4 0.38
a21oi_2 0.15, mux2i_1 0.18
-- area by class of cell --
class                      count  area [sq um]  share of cell area (%)
clock buffer                  17           425                    4.57
timing repair buffer          81           801                    8.61
clock inverter                15           168                    1.80
sequential                   132          3440                    37.0
tap                          324           405                    4.36
multi-input combinational    487          3900                    42.0
inverter                      41           154                    1.66
-- layer usage --
layer | up-vias | track usage, % | wire length [microns]
li1 | 2615 | - | -
met1 | 2335 | 17.2 | 6710
met2 | 129 | 18.0 | 6130
met3 | 10 | 3.27 | 768
met4 | 0 | 1.69 | 186
met5 | - | 0 | 0
-- flip-flops by register name, summed over array words and instances, names as in the netlist --
signal and flops:
counter 32, was_paused 1, fsm 1, group_sums 80, sum 18
-- cell usage in the layout (no fill, tap or decap), types with 3 or more instances in the layout --
master	Yosys	layout
ha_1	51	51
inv_6	0	6
nor2b_1	6	5
nand3_1	14	14
o211a_1	5	5
a21boi_0	6	6
nand4_1	12	12
a31o_2	3	3
nand2b_1	6	6
nor2_1	24	24
a211o_1	3	3
xor2_1	15	15
nand2_1	40	40
or3_1	9	9
buf_4	0	4
o21ai_0	33	33
and3_1	16	16
nor4_1	6	6
o21a_1	6	6
a22oi_1	10	10
inv_1	40	40
edfxtp_1	80	80
xnor2_1	52	52
a21oi_1	35	35
clkbuf_16	0	17
nor3_1	6	6
o21ai_1	3	3
and2_1	30	30
a211oi_1	5	5
clkdlybuf4s50_1	0	77
a31oi_1	5	5
a21o_1	10	10
dfxtp_1	52	52
fa_1	31	31
o221ai_1	4	4
-- how the worst max path moves through the flow --
stage                    from                       end  slack [ns]  depth (start not counted)
final                 d_in[1]  group_sums[13]$_DFFE_PP_        5.43                         15
after global routing  d_in[1]  group_sums[15]$_DFFE_PP_        5.08                         15
after CTS             d_in[1]  group_sums[13]$_DFFE_PP_        5.37                         15
-- through the flow --
| step | std cells | util [%] | total power (uW) |
|---|---|---|---|
| 6_report | 1097 | 37.9 | 1830 |
| 3_5_place_dp | 1065 | 35.5 | 1270 |
| 5_1_grt | 1097 | 37.9 | 1960 |
| 2_1_floorplan | 673 | - | 1120 |
| 3_3_place_gp | 1065 | 35.5 | 1270 |
| 4_1_cts | 1097 | 37.9 | 1850 |
Power figures rest on the tool's default switching activity, not on a simulated workload.
