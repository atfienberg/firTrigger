## run.sh

```bash
#!/bin/bash
# OpenROAD 26Q1-2900-gdf79404cd8, Yosys 0.63+post, stock flow scripts
make -C /OpenROAD-flow-scripts/flow DESIGN_CONFIG=/design/flow/config.mk WORK_HOME=/design/flow/orfs finish
```

## config.mk

```make
export PLATFORM = sky130hd
export DESIGN_NAME = cfd_t_extractor
export DESIGN_NICKNAME = cfd_t_extractor
export VERILOG_FILES = /design/flow/design.v
export SDC_FILE = /design/flow/constraint.sdc
export NUM_CORES = 4
export LEC_CHECK = 1
export CORE_UTILIZATION = 40
```

## constraint.sdc

```tcl
current_design cfd_t_extractor

set clk_period 9.9
set clk_io_pct 0.2

create_clock -name clk0 -period $clk_period [get_ports {clk}]

set non_clock_inputs [all_inputs -no_clocks]
set_input_delay [expr $clk_period * $clk_io_pct] -clock clk0 $non_clock_inputs
set_output_delay [expr $clk_period * $clk_io_pct] -clock clk0 [all_outputs]
```

## design.v

```verilog
module cfd_t_extractor #(parameter INBITS=14, 
	                           BSUMBITS=18,
	                           DELAY=1,
	                           SHIFT=2,
	                           RESOLUTION=4,
	                           LTC_BITS=32) 
   (
   input clk,
   input reset_n,
   input [LTC_BITS-1:0] ltc,         
   input [INBITS-1:0] in_0,  
   input [INBITS-1:0] in_1,  
   input [INBITS-1:0] in_2,  
   input [INBITS-1:0] in_3,  
   input tot_0,              
   input tot_1,              
   input tot_2,              
   input tot_3,              
   input [BSUMBITS-1:0] bsum_in,  
   input valid_in,            
   output reg valid_out = 0,  
   output reg [LTC_BITS + 2 + RESOLUTION - 1:0] t_out = 0  
   );
localparam CORBITS = BSUMBITS + 1;
wire[INBITS-1:0] s_in[0:3];
unsigned_to_signed #(.NBITS(INBITS)) convert_s0(.in(in_0), .out(s_in[0]));
unsigned_to_signed #(.NBITS(INBITS)) convert_s1(.in(in_1), .out(s_in[1]));
unsigned_to_signed #(.NBITS(INBITS)) convert_s2(.in(in_2), .out(s_in[2]));
unsigned_to_signed #(.NBITS(INBITS)) convert_s3(.in(in_3), .out(s_in[3]));
wire[CORBITS-1:0] bsum_ext = {bsum_in[BSUMBITS - 1], bsum_in};
wire[CORBITS-1:0] cor_in[0:3];
assign cor_in[0] = ((s_in[0] << (BSUMBITS-INBITS)) | 
	            (s_in[0][INBITS-1] << BSUMBITS)) 
                    - bsum_ext;
assign cor_in[1] = ((s_in[1] << (BSUMBITS-INBITS)) | 
	            (s_in[1][INBITS-1] << BSUMBITS)) 
                    - bsum_ext;
assign cor_in[2] = ((s_in[2] << (BSUMBITS-INBITS)) | 
	            (s_in[2][INBITS-1] << BSUMBITS)) 
                    - bsum_ext;
assign cor_in[3] = ((s_in[3] << (BSUMBITS-INBITS)) | 
	            (s_in[3][INBITS-1] << BSUMBITS)) 
                    - bsum_ext;        
localparam INVBITS = CORBITS + SHIFT;
reg[8*CORBITS-1:0] sample_rec = 0;  
reg[8*INVBITS-1:0] inv_rec = 0;     
wire[CORBITS-1:0] cor_samps[0:7];
wire[INVBITS-1:0] inv_samps[0:7];
wire[INVBITS-1:0] new_inv[0:3];
reg[LTC_BITS-1:0] last_ltc = 0;
reg[1:0] was_sequential = 2'b0;
genvar i;
generate
	for (i = 0; i < 8; i = i + 1) begin : sample_vecs
	  assign cor_samps[7 - i] = sample_rec[(i+1)*CORBITS-1:i*CORBITS]; 
	  assign inv_samps[7 - i] = inv_rec[(i+1)*INVBITS-1:i*INVBITS]; 
	end	
	for (i = 0; i < 4; i = i + 1) begin : inversions
	  assign new_inv[i] = -1*(cor_samps[4 + i] << SHIFT);
	end	
endgenerate
always @(posedge clk) begin
	if (!reset_n) begin
	  sample_rec <= 0;
	  inv_rec <= 0;
	  was_sequential <= 2'b0;
	end
	else if (valid_in) begin
	  sample_rec <= {sample_rec[4*CORBITS - 1:0],
	                 {cor_in[0], cor_in[1], cor_in[2], cor_in[3]}};
	  inv_rec <= {inv_rec[4*INVBITS - 1:0],
	              {new_inv[0], new_inv[1], new_inv[2], new_inv[3]}};
          last_ltc <= ltc;
          was_sequential <= {was_sequential[0], ltc == last_ltc + 1};
        end	                
end
localparam SUMBITS = INVBITS + 1;
localparam SEXTEND = SUMBITS - CORBITS;
localparam IEXTEND = SUMBITS - INVBITS;
wire[SUMBITS-1:0] sums[0:4];
generate
	for (i = 0; i < 5; i = i + 1) begin : sum_assignments	  
	  assign sums[i] =  {{SEXTEND{cor_samps[i][CORBITS-1]}}, 
	                     cor_samps[i][CORBITS-1:0]}
	                  + {{IEXTEND{inv_samps[i + 4 - DELAY][INVBITS-1]}}, 
	                      inv_samps[i + 4 - DELAY][INVBITS-1:0]};
	end
endgenerate
reg was_valid = 0;
always @(posedge clk) was_valid <= valid_in;
wire sequential_ltcs = was_sequential[0] && was_sequential[1];
reg valid_sum = 0;
reg[7:0] tot_pline = 0;
always @(posedge clk) begin
	if (!reset_n) tot_pline <= 0;
	else if (valid_in) 
	  tot_pline <= {tot_pline[4:0], 
	  	        {tot_3, tot_2, tot_1, tot_0}};	
end
wire tot_d[0:3];
assign tot_d[0] = tot_pline[4];
assign tot_d[1] = tot_pline[5];
assign tot_d[2] = tot_pline[6];
assign tot_d[3] = tot_pline[7];
reg sum_tot[0:3];
reg signed[SUMBITS-1:0] r_sums[0:4];
reg[LTC_BITS-1:0] sum_ltc = 0;
integer i_sum;
always @(posedge clk) begin
  sum_ltc <= last_ltc - 1;
  valid_sum <= was_valid && sequential_ltcs;
  for (i_sum = 0; i_sum < 5; i_sum = i_sum + 1) begin
    r_sums[i_sum] <= sums[i_sum];
    if (i_sum < 4) 
      sum_tot[i_sum] <= tot_d[i_sum];
  end
end
localparam LRBITS = SUMBITS + 1;
reg signed[LRBITS-1:0] lefts[0:RESOLUTION-1];
reg signed[LRBITS-1:0] rights[0:RESOLUTION-1];
wire signed[LRBITS-1:0] lr_sums[0:RESOLUTION-1];
generate
  for (i = 0; i < RESOLUTION; i = i + 1) begin : lr_sum_assign
    assign lr_sums[i] = lefts[i] + rights[i];	
  end
endgenerate
reg[1:0] crossing_ind = 0;
reg crossing_found = 0;
integer i_s;  
always @(posedge clk) begin
	crossing_ind <= 0;
	crossing_found <= 0;
	if (!reset_n) begin
	  lefts[0] <= 0;
	  rights[0] <= 0;
	end
	else if (valid_sum) begin
	  crossing_found <= 0;
	  crossing_ind <= 0;
	  lefts[0] <= 0;
	  rights[0] <= 0;
	  for (i_s = 0; i_s < 4; i_s = i_s + 1) begin
	    if (sum_tot[i_s] && 
	    	r_sums[i_s] >= 0 && r_sums[i_s + 1] < 0) begin
	      crossing_found <= 1;
	      crossing_ind <= i_s;
	      lefts[0] <= {r_sums[i_s][SUMBITS-1], r_sums[i_s]};
	      rights[0] <= {r_sums[i_s+1][SUMBITS-1], r_sums[i_s+1]};	 
	    end	  
	  end
	end
end
reg[RESOLUTION-1:0] ssamp_words[0:RESOLUTION-1];  
integer i_lr;                              
always @(posedge clk) begin
	if (!reset_n) begin
	  for (i_lr = 0; i_lr < RESOLUTION; i_lr = i_lr + 1) begin
	    ssamp_words[i_lr] <= 0;
	    if (i_lr > 0) begin 
	      lefts[i_lr] <= 0;
	      rights[i_lr] <= 0;
	    end
	  end
	end
	else begin
	  for (i_lr = 0; i_lr < RESOLUTION; i_lr = i_lr + 1) begin
	    if (lr_sums[i_lr] < 0) begin
	    	if (i_lr == 0) ssamp_words[0] <= 0;
	    	else begin
	    	  ssamp_words[i_lr] <= ssamp_words[i_lr - 1];
		end
		if (i_lr != RESOLUTION-1) begin
	    	  lefts[i_lr+1] <= lefts[i_lr];
	    	  rights[i_lr+1] <= {lr_sums[i_lr][LRBITS-1], lr_sums[i_lr][LRBITS-1:1]}; 
	    	end
	    end  
	    else begin 
	    	if (i_lr == 0) ssamp_words[0] <= (1'b1 << (RESOLUTION-1));
	    	else begin
	    	  ssamp_words[i_lr] <= (ssamp_words[i_lr - 1] | 
	    	  	                (1'b1 << (RESOLUTION-1-i_lr)));
	    	end
	    	if (i_lr != RESOLUTION-1) begin
	    	  lefts[i_lr + 1] <= lr_sums[i_lr] >> 1;
	    	  rights[i_lr + 1] <= rights[i_lr];
	    	end
	    end
	  end  
	end
end                               
wire[1:0] crossing_ind_d;
delay #(.DELAY(RESOLUTION), .BITS(2)) 
  c_ind_delay(.clk(clk), .reset_n(reset_n), 
  	      .d_in(crossing_ind), 
  	      .d_out(crossing_ind_d));
wire out_rdy;
delay #(.DELAY(RESOLUTION), .BITS(1)) 
  c_found_delay(.clk(clk), .reset_n(reset_n), 
  	        .d_in(crossing_found), 
  	        .d_out(out_rdy));
wire[LTC_BITS-1:0] output_ltc;
delay #(.DELAY(RESOLUTION + 1), .BITS(LTC_BITS)) 
  c_ltc_delay(.clk(clk), .reset_n(reset_n), 
  	      .d_in(sum_ltc), 
  	      .d_out(output_ltc));
always @(posedge clk) begin
  valid_out <= 0;
  if (out_rdy) begin 
    t_out <= {output_ltc, 
  	      crossing_ind_d, 
  	      ssamp_words[RESOLUTION-1]};
    valid_out <= 1;
  end
end
endmodule
module delay #(parameter DELAY=2,
	                 BITS=56,
	                 DEFAULT=1'b0) (	                    
	input clk,
	input reset_n,
	input[BITS-1:0] d_in,  
	output[BITS-1:0] d_out  
	);
generate
  if (DELAY == 1) begin : delay_one
    delay_one #(.BITS(BITS), .DEFAULT(DEFAULT))
      d1(.clk(clk), .reset_n(reset_n),
    	 .d_in(d_in), .d_out(d_out));
  end 
  else begin : delay_n
    delay_n #(.BITS(BITS),
    	      .DELAY(DELAY),
    	      .DEFAULT(DEFAULT))
      dn(.clk(clk), .reset_n(reset_n),
         .d_in(d_in), .d_out(d_out));
  end
endgenerate
endmodule	                       
module delay_n #(parameter DELAY=2,
	                   BITS=56,
	                   DEFAULT=1'b0) (	                    
	input clk,
	input reset_n,
	input[BITS-1:0] d_in,  
	output[BITS-1:0] d_out  
	);
reg[BITS*DELAY-1:0] old_words = {BITS*DELAY{DEFAULT}};
assign d_out = old_words[BITS*DELAY - 1:
                         BITS*(DELAY-1)];
always @(posedge clk) begin
  if (!reset_n) begin
    old_words <= {BITS*DELAY{DEFAULT}};
  end
  else begin
    old_words <=
       {old_words[BITS*(DELAY-1) - 1 : 0], d_in};
  end
end
endmodule	                       
module unsigned_to_signed #(parameter NBITS=14) 
  (
    input[NBITS-1:0] in,
    output[NBITS-1:0] out
  );
localparam ONE = {{NBITS-1{1'b0}}, 1'b1};
assign out = in - (ONE<<NBITS-1);
endmodule 
```

==> flow_summary.json <==
{
  "status": "completed",
  "rsz0062_at_grt": "false",
  "cts_tree": "built",
  "hold_violations": 0,
  "die_x_um": 339,
  "cts_max_level": 3,
  "async_reset_ff_frac": 0,
  "cts_root_buf": "clkbuf_16",
  "cts_buffers": 81,
  "first_pass_iters": 7,
  "yosysTopAreaCell": "dfxtp_1",
  "ys_cells": 4861,
  "ff_type": "dfxtp_1",
  "endpoint_kind": "flip-flop",
  "finalMaxSlewViolations": 0,
  "fin_ws_ns": 2.92,
  "syn_area_per_cell_um2": 9.36,
  "io_buffers": 151,
  "grt_remaining_overflow": 0,
  "tns_ns": 0,
  "synth-edff-count": 70,
  "cts_resized": 0,
  "fmax_ghz": 0.143,
  "row_count": 123,
  "synth_cells": 4861,
  "grt_max_degree": 183,
  "path_class": "flip-flop to flip-flop",
  "cts_setup_buffers": 0,
  "p_leak_nw": 22.8,
  "min_period_ns": 6.98,
  "ant_nets": 0,
  "drv_cap": 0,
  "vias_per_cell": 4.97,
  "drt_iter0_markers": 1754,
  "cts_hold_buf": 0,
  "insertion_delay_ns": 0.67,
  "setup_viol": 0,
  "top_area_frac": 0.317,
  "relSlewSlack": 0.276,
  "ys_chip_area_um2": 45500,
  "dp_slack_ns": 2.91,
  "fill_cells": 10479,
  "final.setup_skew_ns": 0.0325,
  "layout-drive-gt1-share": 0.0447,
  "num_io_pins": 152,
  "grt_pass1_vias": 31253,
  "antenna_found_initial": 2,
  "cp_max_fo": 10,
  "ys_seq_frac": 0.363,
  "cp-start-kind": "flip-flop",
  "clock_path_buffers": 3,
  "area_growth_pct": 13.2,
  "place_hpwl_um": 82800,
  "grt_usage": 0.192,
  "core_um2": 113000,
  "grt_pass1_wl_um": 171000,
  "final_area_um2": 51500,
  "placed_area_um2": 48600,
  "ys_ff": 790,
  "critical_path_arrival_ns": 7.48,
  "gp_congestion": 0.936,
  "finalClockPeriodUsage": 0.705,
  "synth_warnings": 14,
  "warnings": 32,
  "synth.distinct_cells": 83,
  "remaining_drc_errors": 0,
  "wl_per_cell_um": 16.3,
  "fp_util": 0.404,
  "die_height_um": 339,
  "wl_um": 106000,
  "chip_area_um2": 115000,
  "syn_area_um2": 45500,
  "tightest_slew_ns": 1.06,
  "ir_drop_uv": 432,
  "num_vias": 32493,
  "cp.required_ns": 10.40,
  "cts.clk_slew.worst_paths_ns": 0.06,
  "topCellsByArea": "dfxtp_1, ha_1, fa_1",
  "cts.sinks": 790,
  "min_path_type": "flip-flop to flip-flop",
  "p_per_area_nw_per_um2": 326
}
==> power by group <==
part / total, mW / internal [mW] / switching [mW]
registers: 3.83 / 3.55 / 0.282
logic: 9.71 / 4.49 / 5.22
clock network: 3.26 / 1.91 / 1.35
total: 16.8 / 9.95 / 6.85
==> layout by cell type (no fill, tap or decap), types with 35 or more instances in the layout <==
cell type,count
dfxtp_1,719
ha_1,466
nor2_1,425
inv_1,417
nand2_1,367
a21oi_1,313
xnor2_1,277
and2_1,200
mux2i_1,200
fa_1,167
clkdlybuf4s50_1,149
o21ai_0,139
xor2_1,94
nor3_1,91
clkbuf_16,87
edfxtp_1,70
nand3_1,66
a21o_1,62
o31ai_1,49
nor2b_1,47
o21a_1,46
o22ai_1,39
a221oi_1,39
a211oi_1,35
==> final cells by class <==
type,instances,area [um2],share of cell area
Tap cell,1500,1880,0.0364
Sequential cell,790,16500,0.321
Timing Repair Buffer,183,1780,0.0345
Clock inverter,39,562,0.0109
Multi-Input combinational cell,3485,26800,0.520
Clock buffer,113,2390,0.0465
Antenna cell,2,5.00,0.0000971
Inverter,423,1600,0.0310
==> through the flow <==
step | power [mW] | hold WS [ns] | util | cells
2_1_floorplan | 11.7 | 0.330 | - | 4861
3_3_place_gp | 13.6 | 0.336 | 0.431 | 6381
3_5_place_dp | 13.7 | 0.338 | 0.431 | 6381
4_1_cts | 17.0 | 0.352 | 0.457 | 6533
5_1_grt | 18.6 | 0.356 | 0.457 | 6533
6_report | 16.8 | 0.352 | 0.457 | 6535
==> final timing paths <==
check,start,end,slack [ns],depth (start not counted)
worst max-delay path,sample_rec[58]$_SDFFE_PN0P_,inv_rec[83]$_SDFFE_PN0P_,2.92,21
worst min-delay path,tot_pline[5]$_SDFFE_PN0P_,sum_tot[1]$_DFF_P_,0.35,0
worst max register to register,sample_rec[58]$_SDFFE_PN0P_,inv_rec[83]$_SDFFE_PN0P_,2.92,21
worst min register to register,tot_pline[5]$_SDFFE_PN0P_,sum_tot[1]$_DFF_P_,0.35,0
==> cells by family (layout without fill, tap and decap cells) <==
logic type	count (synthesis)	after routing	share of synthesized area
xor+xnor	371	371	0.0714
other cells	0	2	0
simple gates	1378	1378	0.144
compound gates	901	901	0.127
flops	790	790	0.363
buf+inv	586	758	0.0493
mux	202	202	0.0445
fa+ha+maj	633	633	0.202
==> routing by layer <==
metal / GRT usage / wire, um / up-vias
met1: 0.290 / 51300 / 14920
met4: 0.0494 / 3380 / 2
met5: 0 / 13 / -
li1: - / - / 16858
met3: 0.0326 / 4940 / 148
met2: 0.293 / 46700 / 565
==> state kept, by name, indices dropped and copies added (netlist names), 32 cells and up <==
signal and flops:
r_sums 100, sample_rec 128, lefts 88, sum_ltc 32, last_ltc 32, rights 88, t_out 38, c_ltc_delay.delay_n.dn.old_words 160
inv_rec 82
==> critical path: stages (launching register included) <==
cell       delay (ns)
dfxtp_1          0.42
inv_1            0.09
fa_1             0.76
clkinv_1         0.42
ha_1             0.44
inv_1            0.05
fa_1             0.47
inv_1            0.04
ha_1             0.36
ha_1             0.31
ha_1             0.30
ha_1             0.23
fa_1             0.41
a21o_1           0.19
a21oi_1          0.22
o21bai_1         0.11
a2111oi_0        0.69
o311ai_0         0.39
a2111o_1         0.49
a31oi_1          0.20
xnor2_1          0.14
o21ai_0          0.08
==> synthesized netlist by cell type, types with 15 or more instances <==
master	n
ha_1	466
xnor2_1	277
a21boi_0	15
nand3_1	66
a21oi_1	314
or2_2	21
clkbuf_1	131
a221oi_1	39
buf_1	19
nand2_1	367
xor2_1	94
a31oi_1	24
nor3_1	91
edfxtp_1	70
o22ai_1	39
a211oi_1	35
mux2i_1	200
o31ai_1	49
nand4_1	15
nor2_1	429
o21ai_0	139
inv_1	419
and3_1	23
dfxtp_1	720
fa_1	167
or3_1	26
o21a_1	46
nor4_1	19
nor2b_1	47
nand2b_1	31
and2_1	200
a21o_1	62
Power figures rest on the tool's default switching activity, not on a simulated workload.
